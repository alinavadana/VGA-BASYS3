`/design/flow/config.mk`:
```
export PLATFORM = sky130hd
export DESIGN_NAME = score
export DESIGN_NICKNAME = score
export VERILOG_FILES = /design/flow/design.v
export SDC_FILE = /design/flow/constraint.sdc
export NUM_CORES = 4
export LEC_CHECK = 1
export CORE_UTILIZATION = 30
```
`/design/flow/constraint.sdc`:
```
current_design score

set clk_period 6.3
set clk_io_pct 0.2

create_clock -name clk0 -period $clk_period [get_ports {clk148}]

set non_clock_inputs [all_inputs -no_clocks]
set_input_delay [expr $clk_period * $clk_io_pct] -clock clk0 $non_clock_inputs
set_output_delay [expr $clk_period * $clk_io_pct] -clock clk0 [all_outputs]
```
`/design/flow/design.v`:
```
`timescale 1ns / 1ps
module score(
    input clk148,         
    input rst_n,          
    input point,          
    output reg [3:0] an,  
    output reg [6:0] seg  
);
    reg [7:0] score;           
    reg [3:0] digit;           
    reg [16:0] refresh_cnt = 0;   
    reg digit_sel = 0;         
    always @(posedge clk148 or posedge rst_n) begin
        if (rst_n) 
            score <= 0;   
        else if (point) begin
            if (score < 99) 
                score <= score + 1;   
        end
    end
    always @(posedge clk148) begin
        refresh_cnt <= refresh_cnt + 1;
        if (refresh_cnt == 100_000) begin   
            refresh_cnt <= 0;
            digit_sel <= ~digit_sel;         
        end
    end
    always @(*) begin
        case (digit_sel)
            1'b0: begin
                digit = score % 10;    
                an = 4'b1110;          
            end
            1'b1: begin
                digit = score / 10;    
                an = 4'b1101;          
            end
        endcase
        case (digit)
            4'd0: seg = 7'b1000000;
            4'd1: seg = 7'b1111001;
            4'd2: seg = 7'b0100100;
            4'd3: seg = 7'b0110000;
            4'd4: seg = 7'b0011001;
            4'd5: seg = 7'b0010010;
            4'd6: seg = 7'b0000010;
            4'd7: seg = 7'b1111000;
            4'd8: seg = 7'b0000000;
            4'd9: seg = 7'b0010000;
            default: seg = 7'b1111111;  
        endcase
    end
endmodule
```
`/design/flow/run.sh`:
```
#!/bin/bash
# OpenROAD 26Q1-2900-gdf79404cd8, Yosys 0.63+post, stock flow scripts
make -C /OpenROAD-flow-scripts/flow DESIGN_CONFIG=/design/flow/config.mk WORK_HOME=/design/flow/orfs finish
```
==> Changelog: implementation <==
### Implementation results

- Main logic family: simple AND/OR/NAND/NOR gates
- Clk slew on worst S/H paths: 0.08 ns
- GP Congestion: 0.8970
- Setup TNS: 0 ns
- First-pass GRT wire length: 8059 µm
- Number of global-route vias before repair: 1731
- CTS tree: done
- Adder Area Share: 6.067%
- Sequential-to-total area share from yosys stat: 25.15%
- Placement Setup Slack: 0.7047 ns
- CTS resizes: 0
- Cycle use final: 94.55%
- Final hold vios: 0
- Yosys stat area: 2268 µm²
- Unique masters post-synth: 68
- Hold path start: refresh_cnt[14]
- Drt pass-1 iters: 4
- Fp_density: 31.11%
- CP required: 5.04 ns
- Starting DRC count in detailed routing: 103
- Startpoint Class: register
- Post-DRT Antenna Nets: 0
- Critical-path maximum fanout: 22
- Critical Path AT: 4.70 ns
- Critical Path Sink Type: output port
- Cell count after synthesis: 273
- Cts bufs inserted: 3
- Antenna diodes: 0
- Routed wire length: 4650 µm
- Gr usage total: 12.81%
- Mux frac, synth: 5.571%
- Main flop type: dfxtp_1
- Post-synthesis async set-or-reset flop share: 30.77%
- Yosys cell count: 273
- Post-Syn Area per Cell: 8.309 µm²
- Filler instances: 768
- Max Root-Sink Buffers: 2
- Clk ins delay skew pair: 0.26 ns
- Vias: 1918
- Area leader share: 15.00%
- I/O Buffers: 11
- Post-route setup slack: 0.3436 ns
- Cell Area, Synth: 2268 µm²
- Die Width: 88.96 µm
- Setup Fix Bufs, Post-CTS: 0
- Crit path from: score[7]
- Post-synth EDFFs: 1
- Area fraction in xor and xnor cells: 8.494%
- Final min period: 5.956 ns
- Simple share: 24.27%
- P_leak: 0.9585 nW
- Clock sink count: 26
- H-tree levels: 1
- Pin count of the biggest net entering global routing: 27
- CTS root buffer: clkbuf_8
- Chip area: 7913 µm²
- Fin Clk Skew: 0.001657 ns
- Max-slew violations: 0
- # DRC: 0
- Final Power: 0.001328 W
- Largest area contributor in the netlist: dfxtp_1
- Most frequent cells after synthesis: 21 x nor2_1, 18 x xnor2_1, 17 x dfxtp_1, 17 x nand2_1
- Boundary Pins: 14
- Wire per inst: 12.47 µm
- Remaining global-route overflow: 0
- Type of the worst setup path: reg -> out
- Slew Limit Headroom: 56.14%
- Complex Gates by Area: 22.45%
- Row Count: 31
- Initial antenna violation count: 0
- CTS Hold Bufs: 0
- Power per cell area: 536.4 nW/µm²
- Status: complete, no violations
- Via density: 5.142
- Worst slew pin tran: 0.6529 ns
- Post-synth regs: 26
- Max_cap viols: 0
- CORE AREA: 7292 µm²
- Worst VDD drop: 143.5 µV
- Top cells by area: dfxtp_1 15%, dfrtp_1 8.8%, xnor2_1 6.9%
- Final setup fails: 0
- Synth warn: 1
- DP Area: 2420 µm²
- Final instance area: 2475 µm²
- Reg2reg start: score[1]
- Hold Path Class: reg -> reg
- OpenROAD warning count: 33
- Layout cell share with drive strength beyond 1: 8.759%
- RSZ-0062 raised after global routing: false
- Syn-to-layout area delta: 9.101%
- Die y size: 88.96 µm
- Post-DP HPWL: 3519 µm
- Synth top cell by count: nor2_1
- Fmax: 167.9 MHz
routing by layer:
| layer | GRT usage [%] | share of wire, % | vias up |
|---|---|---|---|
| met4 | 1.587 | 0.82 | 0 |
| met2 | 19.72 | 44 | 35 |
| met5 | 0 | 0 | - |
| met3 | 0.8427 | 2.5 | 4 |
| li1 | - | - | 988 |
| met1 | 20.71 | 52 | 891 |
registers in the layout, indices dropped and copies added (netlist names):
register	count
digit_sel	1
score	8
refresh_cnt	17
power by group:
group	leakage, nW	internal (W)	switching [W]
registers	0.249	0.000186	0.0000337
clock network	0.0288	0.0000557	0.0000460
logic	0.681	0.000523	0.000483
critical path, cell delays in order, from the launching register on:
cell and delay [ns]:
dfrtp_1 0.73, ha_1 0.40, nand2b_1 0.28, a21oi_1 0.29, nand3_1 0.17, a41oi_2 0.29
o21ai_2 0.18, o21a_2 0.27, or4_1 0.51, a31o_1 0.27, ha_1 0.29, inv_1 0.08
mux2i_1 0.07, mux2i_1 0.14, clkdlybuf4s50_1 0.47
through the flow:
stage	util, %	hold slack (ns)	std cells
detailed placement	33.18	0.4705	369
CTS	33.94	0.4847	373
finish	33.94	0.4751	373
global route	33.94	0.5087	373
global placement	33.18	0.4716	369
floorplan	-	0.4396	274
final cells by class:
cell class | count | area, µm² | area share, %
multi-input combinational | 213 | 1524 | 61.58
sequential | 26 | 570.5 | 23.05
timing repair buffer | 15 | 140.1 | 5.662
tap | 99 | 123.9 | 5.005
inverter | 16 | 61.31 | 2.477
clock buffer | 4 | 55.05 | 2.224
path summary, 6_finish.rpt:
kind	to	slack [ns]	cells past startpoint
max in group asynchronous	score[3]	4.80	2
min in group asynchronous	score[5]	1.26	2
min reg2reg	refresh_cnt[14]	0.48	1
min	refresh_cnt[14]	0.48	1
max reg2reg	score[5]	3.98	7
max	seg[3]	0.34	14
cell families after synthesis:
family,count (synthesis)
AND/OR/NAND/NOR,102
multiplexers,12
flip-flops,26
AND-OR/OR-AND,64
XOR/XNOR,22
buffers and inverters,35
adder cells (fa/ha/maj),11
other,1
layout by cell type, fill, tap and decap left out, types with 10 or more instances in the layout:
cell / instances
clkdlybuf4s50_1: 11
inv_1: 14
xnor2_1: 18
dfxtp_1: 17
nand3_1: 14
mux2i_1: 10
o21ai_0: 10
ha_1: 11
nor2_1: 21
nand2_1: 17
Power is estimated from default activity; no workload was simulated.

### design.v
`timescale 1ns / 1ps
module vgaf(
    input  clk148,         
    input  rst_n,          
    input  BTNU,           
    output wire h_sync,        
    output wire v_sync,        
    output reg [3:0] red,      
    output reg [3:0] green,    
    output reg [3:0] blue,     
    output reg point_scored    
);
    localparam H_PIXELS = 1920;     
    localparam H_FP     = 88;       
    localparam H_SYNC   = 44;       
    localparam H_BP     = 148;      
    localparam H_TOTAL  = H_PIXELS + H_FP + H_SYNC + H_BP;   
    localparam V_LINES  = 1080;     
    localparam V_FP     = 4;        
    localparam V_SYNC   = 5;        
    localparam V_BP     = 36;       
    localparam V_TOTAL  = V_LINES + V_FP + V_SYNC + V_BP;    
    reg [11:0] h_count = 0;   
    reg [11:0] v_count = 0;   
    reg [11:0] circle_y = 540;    
    reg [11:0] wall_x = H_PIXELS;  
    reg [11:0] hole_y = 300;      
    localparam HOLE_HEIGHT = 300;  
    localparam CIRCLE_X = 200;     
    reg [21:0] gravity_cnt = 0;    
    reg [21:0] wall_cnt = 0;       
    reg jump_request = 0;           
    reg [3:0] jump_counter = 0;     
    reg prev_BTNU = 0;              
    reg game_over = 0;              
    wire visible = (h_count < H_PIXELS) && (v_count < V_LINES);   
    wire collision = (CIRCLE_X + 20 >= wall_x && CIRCLE_X - 20 <= wall_x + 80) &&
                     (circle_y - 20 < hole_y || circle_y + 20 > hole_y + HOLE_HEIGHT);
    always @(posedge clk148 or posedge rst_n) begin
        if (rst_n)
            h_count <= 0;
        else if (h_count == H_TOTAL - 1)
            h_count <= 0;             
        else
            h_count <= h_count + 1;   
    end
    always @(posedge clk148 or posedge rst_n) begin
        if (rst_n)
            v_count <= 0;
        else if (h_count == H_TOTAL - 1) begin
            if (v_count == V_TOTAL - 1)
                v_count <= 0;           
            else
                v_count <= v_count + 1;
        end
    end
    assign h_sync = (h_count >= H_PIXELS + H_FP && h_count < H_PIXELS + H_FP + H_SYNC);
    assign v_sync = (v_count >= V_LINES + V_FP && v_count < V_LINES + V_FP + V_SYNC);
    always @(posedge clk148 or posedge rst_n) begin
        if (rst_n) begin
            prev_BTNU <= 0;
            jump_request <= 0;
            jump_counter <= 0;
        end else begin
            prev_BTNU <= BTNU;   
            if (BTNU && !prev_BTNU)
                jump_request <= 1;   
            if (jump_request) begin
                if (jump_counter <= 10)
                    jump_counter <= jump_counter + 1;   
                else begin
                    jump_counter <= 0;
                    jump_request <= 0;   
                end
            end
        end
    end
always @(posedge clk148 or posedge rst_n) begin
        if (rst_n)
            gravity_cnt <= 0;
        else
            gravity_cnt <= gravity_cnt + 1;
    end
    always @(posedge clk148 or posedge rst_n) begin
        if (rst_n)
            circle_y <= 270;   
        else if (jump_request && jump_counter <= 10 && circle_y > 5)
            circle_y <= circle_y - 3;   
        else if (!jump_request && gravity_cnt == 1_000_000 && circle_y < 1080)
            circle_y <= circle_y + 2;   
    end
    always @(posedge clk148 or posedge rst_n) begin
        if (rst_n) begin
            wall_cnt <= 0;
            wall_x <= H_PIXELS;   
        end else if (!game_over) begin
            if (wall_cnt == 2_000_000) begin
                wall_cnt <= 0;
                if (wall_x > 0)
                    wall_x <= wall_x - 4;   
                else
                    wall_x <= H_PIXELS;     
            end else begin
                wall_cnt <= wall_cnt + 1;
            end
        end
    end
    always @(posedge clk148 or posedge rst_n) begin
        if (rst_n) begin
            hole_y <= 300;          
            point_scored <= 0;      
        end else if (!game_over) begin
            if (wall_cnt == 2_000_000 && wall_x == 0) begin
                hole_y <= (hole_y == 300) ? 500 : 300;   
                point_scored <= 1;                        
            end else begin
                point_scored <= 0;
            end
        end else begin
            point_scored <= 0;   
        end
    end
    always @(posedge clk148 or posedge rst_n) begin
        if (rst_n)
            game_over <= 0;
        else if (collision)
            game_over <= 1;   
    end
    always @(*) begin
        red = 0;
        green = 0;
        blue = 0;
        if (visible) begin
            if (game_over) begin
                red = 4'b1111;
            end else begin
                if (h_count >= CIRCLE_X - 20 && h_count < CIRCLE_X + 20 &&
                    v_count >= circle_y - 20 && v_count < circle_y + 20) begin
                    if (h_count >= CIRCLE_X + 10 && h_count < CIRCLE_X + 20 &&
                        v_count >= circle_y - 5 && v_count < circle_y + 5) begin
                        red = 4'b1111;
                        green = 4'b1000;
                        blue = 4'b0000;
                    end else begin
                        red = 4'b1111;
                        green = 4'b1111;
                        blue = 0;
                    end
                end
                if (h_count >= wall_x && h_count < wall_x + 80) begin
                    if (v_count < hole_y || v_count > hole_y + HOLE_HEIGHT) begin
                        green = 4'b1111;
                        blue = 4'b1111;
                    end
                end
            end
        end
    end
endmodule
### run.sh
#!/bin/bash
# OpenROAD 26Q1-2900-gdf79404cd8, Yosys 0.63+post, stock flow scripts
make -C /OpenROAD-flow-scripts/flow DESIGN_CONFIG=/design/flow/config.mk WORK_HOME=/design/flow/orfs finish
### config.mk
export PLATFORM = sky130hd
export DESIGN_NAME = vgaf
export DESIGN_NICKNAME = vgaf
export VERILOG_FILES = /design/flow/design.v
export SDC_FILE = /design/flow/constraint.sdc
export NUM_CORES = 4
export LEC_CHECK = 1
export CORE_UTILIZATION = 30
### constraint.sdc
current_design vgaf

set clk_period 3.7
set clk_io_pct 0.2

create_clock -name clk0 -period $clk_period [get_ports {clk148}]

set non_clock_inputs [all_inputs -no_clocks]
set_input_delay [expr $clk_period * $clk_io_pct] -clock clk0 $non_clock_inputs
set_output_delay [expr $clk_period * $clk_io_pct] -clock clk0 [all_outputs]
==> results.txt <==
flow finished, numbers: status complete, but fails checks, failing checks negative setup slack, Max Cap Viol 0, 1st-pass router iterations 5, Worst-Margin Slew 635 ps, Final WS setup -468 ps, Die Y around 160 um, RSZ-0062 raised after global routing yes, clk root buf clkbuf_16, Unique cell types ~72, routed length per instance between 10 and 15 um, Post-synth seq share between 30% and 40%, OpenROAD warning count between 50 and 60, share of cells above drive strength 1 between 20% and 30%, largest net degree at the start of global routing about 49, hpwl dp approximately 15 mm, Hold Fails Final Rpt 0, share of power burned in the clock network between 40 and 50%, Final Cycle Share 113%, Layout Cells excl Fill 1344, clock sinks around 100, post-route minimum period 4170 ps, GR met1 Demand/Resource 22.7%, Yosys Instances 872, Startpoint Class flop, top cells by count 107 x ha_1, 91 x dfrtp_1, 79 x nor2_1, die area 26900 um2, min-delay src prev_BTNU$_DFF_PP0_, Avg Inst Size Synth about 9 um2, Pwr Total approximately 2200 uW, CP delay by family, top simple AND/OR/NAND/NOR gates, Starting Density slightly above 30%, Flop pwr share 53.5%, Clock Skew around 8.2 ps, grt ovf 0, Gate Count Post-Synth about 870, clk buf depth 2, Post-DRT Antenna Nets 0, data arrival time of the worst path approximately 3400 ps, first-pass GRT wire length roughly 32 mm, met2 usage 24.3%, Vias/cell ~5, DRC 0, IO buf count 17, hold path endpoint jump_request$_DFF_PP0_, ANT cells 0, initial antenna violation count 0, total number of vias 6740, r2r startpoint circle_y[2]$_DFFE_PP1P_, Placed Cells 1306, vias in the first global route between 6000 and 7000, final core occ about two fifths, CP max FO 6, Hold Path Class flop to flop, Worst-path clk slew roughly 70 ps, critical path's largest stage delay around 660 ps, die width roughly 160 um, fmax roughly 240 MHz, # setup viols final 8, Sw Ratio between 20% and 30%, Rows between 50 and 60, Cell Int Power around 1600 uW, Seq cells post-synth about 100, Synth-to-Final Area Change 28.9%, GR peak layer met2, r2r setup slk between 800 and 900 ps, Main synth FF type dfrtp_1, Crit. End Element output port, hold_ws 433 ps, WP data required between 2000 and 3000 ps, slowest CP cell dfstp_2, core area roughly 25000 um2, routability congestion estimate a little over 0.9, H-Tree Depth 3, Post-synth ARST share about 100%, Worst Path Buf+Inv 4, IO Pins 18, Max IR drop VDD 0.163 mV, combinational power share 5.8%, reg2reg end game_over$_DFFE_PP0P_, Top cell area share between 20% and 30%, reg2reg path depth 12, yosys synthesis warning count 1, drt initial violations 516, top cells, area dfrtp_1 29%, ha_1 17%, xnor2_1 8.5%, Synth top cell by count ha_1, max-slew violations 0, GRT Overall Usage 15.3%, Switch Pwr about 550 uW, cell type with the largest total area dfrtp_1, clock latency (worst-skew pair) between 300 and 400 ps, met3 Use GR 2.16%, Hold-fix buffers, CTS 0, Setup CP Type flop to output port, CP startpoint circle_y[2]$_DFFE_PP1P_, PwrDens around 210 nW/um2, cts bufs inserted 9, CP dominant cell by count ha_4, Leak Pwr between 0.004 and 0.005 uW, Total Wirelength about 20 mm, Slew headroom 57.7%, EDFF count, synth 0, Yosys Chip Area approximately 7900 um2, hold path depth 1, TritonCTS clock tree done, CP cell instances inv_4 > ha_4 > nor2b_4 > or2_4 > xnor2_4 > inv_2 > ha_4 > nand3_4 > o22ai_2 > nor3_2 > a311oi_2 > or4b_4 > buf_6 > o21ai_4 > buf_2, Cell Area, Synth just under 8000 um2
==> worst max path at each step <==
| stage | slack (ps) | cells after the start | endpoint |
|---|---|---|---|
| finish | -470 | 15 | green[1] |
| CTS | -560 | 14 | green[1] |
| global route | -650 | 14 | green[2] |
==> metal layers <==
layer,vias up,wire (um)
met2,116,8870
met1,3221,9550
li1,3379,-
met3,24,698
met5,-,0
met4,0,381
==> state kept, by name (all words and copies together), names as in the netlist <==
name,cells
point_scored,1
wall_x,10
prev_BTNU,1
wall_cnt,22
hole_y,2
jump_request,1
circle_y,12
jump_counter,4
h_count,12
v_count,12
gravity_cnt,22
game_over,1
==> worst register-to-register path: cells and delay by family, from the launching register on <==
kind                     cells  cell delay (ps)
AND/OR/NAND/NOR              3              600
buffers and inverters        2              300
adder cells (fa/ha/maj)      2              500
XOR/XNOR                     1              130
AND-OR/OR-AND                4              570
flip-flops                   1              660
==> cells by family after synthesis <==
kind of cell             count (synthesis)  synth area share (%)
flip-flops                             100                  31.9
XOR/XNOR                               116                  12.9
AND-OR/OR-AND                          137                  11.6
buffers and inverters                   87                  4.67
multiplexers                             4                 0.524
AND/OR/NAND/NOR                        321                  21.3
adder cells (fa/ha/maj)                107                  17.0
==> timing repair <==
action                                  CTS  global route
gates cloned                              0             0
endpoints found under the setup margin   12            12
setup buffers                            17             8
pin swaps                                26            35
resized                                  79            43
==> placed cells by master (no fill, tap or decap), types with 4 or more instances in the layout <==
cell type	count
or4_1	4
xnor2_1	71
inv_2	6
o21ai_1	4
nor4b_1	5
o211ai_1	4
buf_6	10
dlymetal6s2s_1	4
dfrtp_1	88
a211oi_1	4
clkbuf_16	9
a21o_1	8
nand4_1	31
xor2_1	39
inv_1	42
nor3_1	16
nand3b_1	4
ha_1	98
dfstp_2	9
a21oi_1	29
buf_4	136
nor4_1	13
nor2b_1	7
o21ai_0	25
o21a_1	5
nor4_2	4
nand2_1	63
ha_4	6
nand2b_1	5
clkdlybuf4s50_1	5
clkinv_2	4
and3_1	13
nand3_1	32
or3_1	4
buf_2	7
o22ai_1	4
nor2_1	77
or2_2	4
xnor2_2	4
==> cell type report <==
cell class / instances / area [um2]
repair buffers: 163 / 1290
clock buffers: 9 / 225
well taps: 330 / 413
clock inverters: 7 / 43.8
multi-input cells: 685 / 5470
inverters: 50 / 193
fillers: 2402 / 15300
flip-flops and latches: 100 / 2520
==> power by group through the flow <==
stage     registers [uW]  clock network (uW)  logic (uW)
4_1_cts             1160                 917         130
5_1_grt             1170                 946         147
6_report            1160                 885         126
==> per-stage QoR <==
step                area (um2)  setup TNS (ps)  worst slack [ps]
CTS                       9870           -3630              -555
global placement          9260           -4170              -668
floorplan                 7930               0             0.604
global route             10100           -4500              -646
detailed placement        9260           -4420              -684
finish                   10100           -3140              -468
Power and IR drop assume default switching activity.
